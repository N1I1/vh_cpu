### ./config.mk
export PLATFORM = sky130hd
export DESIGN_NAME = csrs
export DESIGN_NICKNAME = csrs
export VERILOG_FILES = /design/flow/design.v
export SDC_FILE = /design/flow/constraint.sdc
export NUM_CORES = 4
export LEC_CHECK = 1
export CORE_UTILIZATION = 30
### ./constraint.sdc
current_design csrs

set clk_period 11.0
set clk_io_pct 0.2

create_clock -name clk0 -period $clk_period [get_ports {clk}]

set non_clock_inputs [all_inputs -no_clocks]
set_input_delay [expr $clk_period * $clk_io_pct] -clock clk0 $non_clock_inputs
set_output_delay [expr $clk_period * $clk_io_pct] -clock clk0 [all_outputs]
### ./design.v
module csrs(
    input                               clk,
    input                               rst,
    input                               we,
    input       [1:0]                   trap,
    input       [64-1:0]  pc,
    input       [12-1:0]   csr_write_addr,
    input       [32-1:0]        csr_write_data,
    input       [12-1:0]   csr_read_addr,
    output  reg [32-1:0]        csr_read_data
);
    reg [32-1:0] mstatus, mepc, mcause, mtvec;
    initial begin
        mstatus = 0;
        mepc = 0;
        mcause = 0;
        mtvec = 0;
    end
    always @(posedge clk or posedge rst) begin
        if (rst) begin
            mstatus <= 0;
            mepc <= 0;
            mcause <= 0;
            mtvec <= 0;
        end
        else if (we) begin
            case (csr_write_addr)
                12'h300: mstatus <= csr_write_data;
                12'h341: mepc <= csr_write_data;
                12'h342: mcause <= csr_write_data;
                12'h305: mtvec <= csr_write_data;
            endcase
        end
        else if (trap != 2'b00) begin
            if (trap == 2'b01) begin
                mepc <= pc;
                mcause <= 11;
            end else if (trap == 2'b10) begin
                mepc <= pc;
                mcause <= 2;
            end else if (trap == 2'b11) begin
                mstatus[31] <= mstatus[30];
                mstatus[30] <= 1;
            end
        end
    end
    always @(*) begin
        case (csr_read_addr)
            12'h300: csr_read_data = mstatus;
            12'h341: csr_read_data = mepc;
            12'h342: csr_read_data = mcause;
            12'h305: csr_read_data = mtvec;
            default: csr_read_data = 0;
        endcase
    end
endmodule
### ./run.sh
#!/bin/bash
# OpenROAD 26Q1-2900-gdf79404cd8, Yosys 0.63+post, stock flow scripts
make -C /OpenROAD-flow-scripts/flow DESIGN_CONFIG=/design/flow/config.mk WORK_HOME=/design/flow/orfs finish
==> flow_summary.yaml <==
# physical design summary
cts:
  tritoncts_num_sinks: 128
  clock_tree.root_cell: "clkbuf_16"
  ctsLongestPathBuffers: 2
  post_cts_hold_buffer_count: 0
  clock_buffers_created_by_tritoncts: 17
  cts_htree_levels: 4
  clock_latency_reported_for_the_late_side_of_the_worst_skew_pair_ns: 0.41
  cts_repair_resize_count: 0
  cts_tree: "done"
  post-cts-setup-buffer-count: 0
  register_clock_pin_slew_on_the_reported_worst_setup_and_hold_paths_ns: 0.06
routing:
  detail_route.vias_per_cell: 4.81
  drt_wl_total_mm: 17.1
  antenna_violating_nets_post_route: 0
  routedWlPerCell_microns: 16.8
  drc: 0
  via_count: 4887
  drt-pass1-iter-count: 4
  drtIter0Drc: 210
layout:
  logic_area_sq_mm: 0.00281
  num-fill-cells: 2028
  lay_top_cells: "dfrtp_1, nand2_1, clkdlybuf4s50_1, inv_1, mux2_2"
  final_cell_area_sq_mm: 0.00850
  final-seq-area_sq_mm: 0.00320
  final_common_cell: "dfrtp_1"
  drive_gt1_frac: 0.127
  area_growth_syn_to_layout_pct: 31.4
  layout.core_utilization: 0.403
worst_setup_path:
  r2r_cells: 3
  crit_required_ns: 8.80
  kind_of_start_point_of_the_critical_path: "input port"
  worst-r2r-setup-slack_ns: 10.06
  crit_arrival_ns: 4.72
  worst_setup_path_end_kind: "output pin"
  criticalPathCategory: "input port to output pin"
  timing.rr.start: "mstatus[30]"
  worst_r2r_endpoint: "mstatus[31]"
  worstPathMaxFanout: 31
global_route:
  global_route_wire_length_before_repair_mm: 27.5
  grt_max_degree: 74
  remaining_global_route_overflow: 0
  initial_antenna_violation_count: 1
  use_met3: 0.0443
  use_met2: 0.249
  first_global_vias: 4995
  overall_global_routing_resource_usage: 0.167
  met1_usage: 0.258
  grt_most_used_layer: "met1"
pwr:
  power.switching_mw: 0.278
  intPower_mw: 0.947
  power.switching_fraction: 0.227
  peakVddDrop_mv: 0.0996
  power_per_cell_area_mw_per_mm2: 144
  comb_power_share: 0.110
  p_seq_frac: 0.442
  power.share.clock: 0.448
  p_leak_nw: 4.13
final_timing:
  setup_total_negative_slack_ns: 0
  final_min_period_over_clock_period: 0.629
  worst_margin_slew_ns: 0.762
  drv_slew: 0
  timing.max_slew.rel_slack: 0.492
  finalSetupViolations: 0
  hold_ws_ns: 0.464
  setup_slack_ns: 4.08
  skew_ns: 0.000152
  clock.fmax_mhz: 145
  grt_setup_unrepaired: "false"
  hold_violations_final: 0
  layout_min_cycle_time_ns: 6.92
yosys:
  netlist.top_cell.by_area: "dfrtp_1"
  post-synth-top-area-fraction: 0.495
  edf_count: 0
  count_of_warnings_emitted_by_yosys: 1
  synthFlopType: "dfrtp_1"
  yosys_cells: 618
  number_of_distinct_standard_cells_referenced_by_the_synthesized_netlist: 36
  post_synth_design_cell_area_sq_mm: 0.00647
  yosysSeqAreaShare: 0.495
  top_cells_by_area: "dfrtp_1, nand2_1, mux2_2"
  chip_area_in_the_yosys_report_sq_mm: 0.00647
  post_synth_inst_count: 618
  postSynth.asyncResetShare: 1.00
  post_synth.cell_area_avg_sq_um: 10.5
  synth-seq-cells: 128
hold_path:
  timing.hold.worst_endpoint: "mstatus[14]"
  hp-class: "register to register"
  timing.hold.worst.start: "mstatus[14]"
  min_path_cells: 2
placement:
  port_buffer_count: 124
  dp_hpwl_mm: 10.1
  place.gp.congestion: 0.788
  pre_cts_setup_slack_ns: 4.05
  placed_area_sq_mm: 0.00792
die:
  floorplan.core_util: 0.307
  core_area_sq_mm: 0.0211
  die.size.y_microns: 149
  die-area_sq_mm: 0.0222
  die_w_microns: 149
  fp_rows: 53
  floorplan.io_pins: 157
flow_run:
  max_cap_violations: 0
  stage_log_warnings: 57
outcome:
  status: "complete, no violations"
power groups by stage:
stage / Sequential (mW) / Clock (mW) / Combinational [mW]
4_1_cts: 0.542 / 0.561 / 0.137
6_report: 0.542 / 0.549 / 0.135
5_1_grt: 0.548 / 0.580 / 0.150
cell usage after synthesis (4+ instances only):
library cell and count:
nor2_1 4, clkbuf_1 21, dfrtp_1 128, inv_1 65, and3_1 33, mux2_1 32
o21ai_0 32, buf_2 9, mux2i_1 29, nand2_1 126, a221o_1 31, mux2_2 37
a22o_1 31, buf_6 9
worst max-delay path: stages:
cell and delay, ns:
clkdlybuf4s50_1 0.42, nor4_1 0.40, and3_2 0.76, a22o_1 0.24, a221o_1 0.18, clkdlybuf4s50_1 0.49
worst max path at each step:
stage	endpoint	startpoint	cells after the start	slack, ns
finish	csr_read_data[16]	csr_read_addr[3]	6	4.08
global route	csr_read_data[13]	csr_read_addr[3]	6	3.94
CTS	csr_read_data[16]	csr_read_addr[3]	6	4.01
cell type report:
class | instances | share of cell area
diodes | 1 | 0.000294
clock buffers | 25 | 0.0583
clock inverters | 6 | 0.00942
inverters | 65 | 0.0293
multi-input cells | 382 | 0.331
flip-flops and latches | 128 | 0.377
well taps | 275 | 0.0405
repair buffers | 135 | 0.155
through the flow:
| step | power, mW | std cells |
|---|---|---|
| after floorplan | 0.624 | 618 |
| after global placement | 0.682 | 985 |
| after detailed placement | 0.686 | 985 |
| after CTS | 1.24 | 1016 |
| after global routing | 1.28 | 1017 |
| final | 1.23 | 1017 |
cell families after synthesis:
group / after synthesis / synth area share
buf+inv: 108 / 0.0766
flops: 128 / 0.495
compound gates: 98 / 0.120
xor+xnor: 1 / 0.00135
mux: 98 / 0.165
simple gates: 185 / 0.142
layer usage:
layer,wire [microns],part of all wire
met1,8220,0.48
met2,7520,0.44
met3,1090,0.064
met4,250,0.015
met5,0,0
registers in the layout, summed over array words and instances (netlist names):
name / count
mtvec: 32
mcause: 32
mstatus: 32
mepc: 32
Power is estimated from default activity; no workload was simulated.
