## run.sh

```bash
#!/bin/bash
# OpenROAD 26Q1-2900-gdf79404cd8, Yosys 0.63+post, stock flow scripts
make -C /OpenROAD-flow-scripts/flow DESIGN_CONFIG=/design/flow/config.mk WORK_HOME=/design/flow/orfs finish
```

## config.mk

```make
export PLATFORM = sky130hd
export DESIGN_NAME = mux8_1
export DESIGN_NICKNAME = mux8_1
export VERILOG_FILES = /design/flow/design.v
export SDC_FILE = /design/flow/constraint.sdc
export NUM_CORES = 4
export LEC_CHECK = 1
export CORE_AREA = 10 10 228 228
export DIE_AREA = 0 0 238 238
```

## constraint.sdc

```tcl
current_design mux8_1

set clk_period 14.2
set clk_io_pct 0.2

create_clock -name clk0 -period $clk_period

set non_clock_inputs [all_inputs -no_clocks]
set_input_delay [expr $clk_period * $clk_io_pct] -clock clk0 $non_clock_inputs
set_output_delay [expr $clk_period * $clk_io_pct] -clock clk0 [all_outputs]
```

## design.v

```verilog
module mux8_1(
    input   wire    [2:0]   sel,
    input   wire    [64-1:0]  a,
    input   wire    [64-1:0]  b,
    input   wire    [64-1:0]  c,
    input   wire    [64-1:0]  d,
    input   wire    [64-1:0]  e,
    input   wire    [64-1:0]  f,
    input   wire    [64-1:0]  g,
    input   wire    [64-1:0]  h,
    output  reg     [64-1:0]  out
);
    always @(*) begin
        case(sel)
            3'b000: out = a;
            3'b001: out = b;
            3'b010: out = c;
            3'b011: out = d;
            3'b100: out = e;
            3'b101: out = f;
            3'b110: out = g;
            3'b111: out = h;
        endcase
    end
endmodule
```

==> results.py <==
# Metrics from the implementation run
metrics = {
    "status": {
        "status": "complete, no violations",
    },
    "flow_run": {
        "tool_warnings": 32,
        "cap_violations": 0,
    },
    "worst_setup_path": {
        "worstSetupEndpointType": "primary output",
        "worstPathArrival_ns": 6.13,
        "cp-start-kind": "input pin",
        "required_ns": 11.36,
        "crit_fanout": 42,
        "crit_type": "in -> out",
    },
    "grt": {
        "antenna_found_initial": 0,
        "grt_max_degree": 74,
        "grt_usage": 0.119,
        "grt_pass1_wl_um": 51100,
        "overflow": 0,
        "grt_pass1_vias": 7768,
    },
    "sta": {
        "rsz0062_at_grt": "no",
        "min_period_over_period": 0.632,
        "slew_headroom": 0.460,
        "finalSetupViolCount": 0,
        "drv_slew": 0,
        "setup_tns_ns": 0,
        "finalHoldViolations": 0,
        "fin_worst_hold_slack_ns": 6.58,
        "worstMarginPinSlew_ns": 0.810,
        "max_freq_ghz": 0.112,
        "min_period_ns": 8.97,
    },
    "die": {
        "die_width_um": 238,
        "fp-row-count": 79,
        "fp_util": 0.0931,
        "die_y_um": 238,
        "coreArea_mm2": 0.0468,
        "dieArea_mm2": 0.0566,
        "ios": 579,
    },
    "logic_synthesis": {
        "synthTopCellsByCount": "103 x a22oi_1, 59 x nand2b_1, 52 x mux2_2, 52 x nor2_1, 51 x a31oi_1",
        "yosysWarnings": 1,
        "yosysUniqueCellTypes": 31,
        "yosysMostFrequentCell": "a22oi_1",
        "topCellsByArea": "a22oi_1 18%, mux2_2 13%, a21bo_2 11%",
        "synth.yosys.seq_area_share": 0,
        "top_area_cell": "a22oi_1",
        "top_area_frac": 0.178,
        "ys_cells": 605,
        "yosys_area_mm2": 0.00435,
        "syn_area_mm2": 0.00435,
        "syn_area_per_cell_um2": 7.20,
        "synth_cells": 605,
    },
    "final_layout": {
        "flop-count": 0,
        "area_growth_pct": 144,
        "fill_cells": 5115,
        "nClkBuffers": 0,
        "layout-drive-gt1-share": 0.112,
        "layoutNonFillerInstCount": 1728,
        "final_core_util": 0.227,
        "logic_area_mm2": 0.00389,
        "ff_latch_area_um2": 0,
    },
    "detailed_routing": {
        "vias_per_cell": 4.15,
        "wl_per_cell_um": 21.2,
        "via_count": 7169,
        "drtIter0Drc": 358,
        "routed_wl_um": 36700,
        "first_pass_iters": 5,
        "drc_errors": 0,
        "ant_nets": 0,
    },
    "cts": {
        "hold_buffers": 0,
        "ctsResizeCount": 0,
        "post_cts_buffers": 0,
    },
    "power_and_ir_drop": {
        "switching_share": 0.322,
        "p_int_uw": 217,
        "irDropWorstVdd_mv": 0.0130,
        "power_uw": 320,
        "p_leak_uw": 0.00369,
        "p_per_area_mw_per_mm2": 30.1,
        "power.switching_uw": 103,
    },
    "hold_path": {
        "min_path_type": "in -> out",
        "hold_depth": 4,
    },
    "placed_design": {
        "gp_congestion": 0.916,
        "dp.final_hpwl_um": 30500,
        "port-buffer-count": 579,
        "dp_cells": 1727,
    },
}
==> per-stage QoR <==
stage               area, µm²  setup slack [ns]
CTS                     10600              5.14
global placement        10600              5.12
detailed placement      10600              5.14
global route            10600              5.04
finish                  10600              5.23
floorplan                4350              7.60
==> power by group through the flow <==
stage | clock [µW] | combinational (µW) | sequential, µW
5_1_grt | 0 | 341 | 0
4_1_cts | 0 | 322 | 0
==> logic make-up after synthesis <==
logic type             count (synthesis)  synth area share
AND/OR/NAND/NOR                      138             0.163
AND-OR/OR-AND                        297             0.538
multiplexers                          74             0.191
buffers and inverters                 96             0.108
==> worst max-delay path: stages <==
cell	delay, ns
buf_4	0.38
buf_4	0.52
or3_2	0.20
buf_4	0.40
buf_4	0.48
nor2_1	0.10
a31oi_1	0.52
clkdlybuf4s50_1	0.61
==> cell usage in the layout (no fill, tap or decap), types with 2 or more instances in the layout <==
cell	instances
nand2b_1	59
and3b_2	2
inv_1	19
nand2_1	16
mux2i_1	20
a22oi_1	103
a31oi_1	51
nor2_4	2
o22a_1	3
a21bo_2	50
mux2_2	52
nor2_1	52
o32ai_1	8
or2b_1	3
buf_4	15
o22ai_1	3
o2bb2ai_1	8
o211ai_1	50
a221oi_1	11
mux4_2	2
o32a_1	8
clkdlybuf4s50_1	576
==> worst paths after layout <==
path	start	end	slack (ns)
hold / removal	sel[0]	out[18]	6.58
setup / recovery	sel[0]	out[9]	5.23
==> layout make-up <==
class                      instances  area share
inverter                          19     0.00672
antenna                            1    0.000236
multi-input combinational        509       0.367
tap                              607      0.0715
timing repair buffer             592       0.555
==> routing by layer <==
| metal | share of wire | global-route usage | wire (µm) | up-vias |
|---|---|---|---|---|
| li1 | - | - | - | 3407 |
| met1 | 0.39 | 0.139 | 14500 | 3282 |
| met2 | 0.48 | 0.208 | 17600 | 445 |
| met3 | 0.10 | 0.0380 | 3680 | 35 |
| met4 | 0.025 | 0.0285 | 913 | 0 |
| met5 | 0 | 0 | 0 | - |
Power figures rest on the tool's default switching activity, not on a simulated workload.
