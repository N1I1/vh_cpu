==> flow/design.v <==
module instr_decode (
    input       [31:0]  ins,
    output      [6:0]   opcode,
    output      [2:0]   funct3,
    output      [6:0]   funct7,
    output      [4:0]   rs1,
    output      [4:0]   rs2,
    output      [4:0]   rd,
    output      [31:0]  imm,
    output      [11:0]  csr_addr
);
    wire I_type;
    wire U_type;
    wire J_type;
    wire B_type;
    wire S_type;
    wire SYSTEM_type;
    wire [31:0] I_imm;
    wire [31:0] U_imm;
    wire [31:0] J_imm;
    wire [31:0] B_imm;
    wire [31:0] S_imm;
    wire [31:0] SYSTEM_imm;
    assign opcode   = ins[6:0];
    assign funct3    = ins[14:12];
    assign funct7    = ins[31:25];
    assign rs1      = ins[19:15];
    assign rs2      = ins[24:20];
    assign rd       = ins[11:7];
    assign csr_addr = ins[31:20];
    assign I_type = (ins[6:0] == 7'b1100111) | (ins[6:0] == 7'b0000011) | (ins[6:0] == 7'b0010011) | (ins[6:0] == 7'b0011011);
    assign U_type = (ins[6:0] == 7'b0110111) | (ins[6:0] == 7'b0010111);
    assign J_type = (ins[6:0] == 7'b1101111);
    assign B_type = (ins[6:0] == 7'b1100011);
    assign S_type = (ins[6:0] == 7'b0100011);
    assign SYSTEM_type = (ins[6:0] == 7'b1110011);
    assign I_imm = {{(32-12){ins[31]}}, ins[31:20]}; 
    assign U_imm = {ins[31:12], {(32-20){1'b0}}};
    assign J_imm = {{(32-20){ins[31]}}, ins[19:12], ins[20], ins[30:21],1'b0};   
    assign B_imm = {{(32-12){ins[31]}}, ins[7], ins[30:25], ins[11:8],1'b0};
    assign S_imm = {{(32-12){ins[31]}}, ins[31:25], ins[11:7]}; 
    assign SYSTEM_imm = {{(32-12){1'b0}}, ins[31:20]};
    assign imm= I_type ? I_imm :
                 U_type ? U_imm :
                 J_type ? J_imm :
                 B_type ? B_imm :
                 S_type ? S_imm : 
                 SYSTEM_type ? SYSTEM_imm : 32'd0;
endmodule
==> flow/run.sh <==
#!/bin/bash
# OpenROAD 26Q1-2900-gdf79404cd8, Yosys 0.63+post, stock flow scripts
make -C /OpenROAD-flow-scripts/flow DESIGN_CONFIG=/design/flow/config.mk WORK_HOME=/design/flow/orfs finish
==> flow/config.mk <==
export PLATFORM = sky130hd
export DESIGN_NAME = instr_decode
export DESIGN_NICKNAME = instr_decode
export VERILOG_FILES = /design/flow/design.v
export SDC_FILE = /design/flow/constraint.sdc
export NUM_CORES = 4
export LEC_CHECK = 1
export CORE_AREA = 10 10 74 74
export DIE_AREA = 0 0 84 84
==> flow/constraint.sdc <==
current_design instr_decode

set clk_period 5.1
set clk_io_pct 0.2

create_clock -name clk0 -period $clk_period

set non_clock_inputs [all_inputs -no_clocks]
set_input_delay [expr $clk_period * $clk_io_pct] -clock clk0 $non_clock_inputs
set_output_delay [expr $clk_period * $clk_io_pct] -clock clk0 [all_outputs]
==> Slide: Implementation Results <==
Implementation Results

Final timing
  – Final hold violation count: 0
  – Tightest Pin Transition: 0.641 ns
  – Max Freq: around 230 MHz
  – RSZ-0062 raised after global routing: no
  – Slew Limit Fails: 0
  – Final Setup Violations: 0
  – Tmin final: 4.34 ns
  – Final Cycle Share: 0.851
  – Max-slew headroom: 0.571
  – Setup TNS: 0 ns

Floorplan
  – Num rows: 23
  – Die height: 84 µm
  – FP Util: 0.256
  – Die X: 84 µm
  – Core area: between 0.003 and 0.004 mm²
  – Chip footprint: 0.00706 mm²
  – I/O Pins: 108

Logic synthesis
  – Post-synthesis cell count: 143
  – Synth area leaders: buf_4, a21o_1, and2_1, a32o_2, nand2_1
  – Cell type with the largest total area: buf_4
  – Cell with the most instances after synthesis: buf_4
  – Synth Warn #: 0
  – Post-Syn Area: about 0.0010 mm²
  – Yosys Chip Area: 0.00102 mm²
  – Avg Cell Area, Syn: 7.11 µm²
  – Sequential area share after synthesis: 0
  – Most instantiated cells after synthesis: buf_4, a21o_1, nand2_1, and2_1, nor2_1
  – Dominant cell area share: 0.332
  – Cell Type Count: 37
  – Yosys Instances: between 100 and 150

Routing
  – WL met1: 1.54 mm
  – Met2 wire length: 1.78 mm
  – Vias per Instance: 4.82
  – WL per Instance: about 16 µm
  – Initial DRT Pass Iterations: 4
  – Iter 0 DRT Violations: 26
  – Diode count: 0
  – Drt drc: 0
  – Top sig layer: met3
  – Met3 routed WL: between 600 and 700 µm
  – Total Wirelength: 3.96 mm
  – Post-DRT Antenna Nets: 0
  – Vias: 1200

Final layout
  – Logic cell area: 614 µm²
  – Clk_buf instances: 0
  – Proportion of layout cells with a drive suffix above 1: 0.0754
  – Sequential cells: 0
  – FILL cells: approximately 400
  – End-of-flow core utilization: 0.446
  – Final instance area: 0.00177 mm²
  – P&R area growth vs syn: 74.3%
  – FF+latch area: 0 µm²

Pwr
  – Pwr dens: 60.0 mW/mm²
  – Leakage: 0.811 nW
  – Sequential Power Share: 0
  – Clock power share: 0
  – Part of the power in combinational logic: 1.000
  – Maximum vdd drop: 0.0197 mV
  – Switching power share of the total: 0.327
  – Switch Pwr: approximately 35 µW
  – Pint: 71.6 µW

Placed design
  – Area after DPL: 0.00177 mm²
  – DPL Wire Length: 3.40 mm
  – Final weighted congestion in routability-driven placement: 0.863
  – Port Buf Inserts: 108

Worst setup path
  – Crit start category: input pin
  – CP required: 4.08 ns
  – CP arrival: approximately 3.3 ns
  – Crit. End Element: primary output
  – Kind of critical path: in -> out
  – Crit path max fanout: 20

Flow run
  – Maxcap violations: 0
  – OpenROAD warning count: 32

Global route
  – Initial antenna violation count: 0
  – First-pass GRT wire length: 6.32 mm
  – GR Util All Layers: 0.103
  – Vias in the first global route: between 1000 and 1500
  – Grt total ovfl: 0
  – Largest net degree at the start of global routing: 21

Clock tree
  – Hold buffer count at cts: 0
  – Post-CTS setup buffer count: 0
  – CTS resizes: 0

Run status
  – Status: completed

Min path
  – Hold Crit Class: in -> out
## power groups by stage
stage	combinational [mW]	clock, mW	sequential, mW
after CTS	0.109	0	0
after global routing	0.117	0	0
final	0.106	0	0
## worst max-delay path, stage by stage
cell and delay (ns):
clkdlybuf4s50_1 0.74, or3b_4 0.54, a21oi_1 0.15, o21a_1 0.24, and2_1 0.16, clkdlybuf4s50_1 0.47
## per-stage QoR
stage | total power [mW] | worst slack, ns | std cells | hold slack [ns]
2_1_floorplan | 0.0508 | 2.13 | 143 | 2.10
3_3_place_gp | 0.109 | 0.809 | 249 | 2.88
3_5_place_dp | 0.108 | 0.754 | 249 | 2.87
4_1_cts | 0.109 | 0.758 | 249 | 2.88
5_1_grt | 0.117 | 0.579 | 249 | 2.90
6_report | 0.106 | 0.759 | 249 | 2.87
## final timing paths
| path | startpoint | endpoint | slack (ns) | cells past startpoint |
|---|---|---|---|---|
| worst min-delay path | ins[18] | rs1[3] | 2.87 | 2 |
| worst max-delay path | ins[6] | imm[5] | 0.76 | 6 |
## final cells by class
cell class         instances  area share
inverters                  2     0.00423
multi-input cells         88       0.347
well taps                 50      0.0353
repair buffers           109       0.614
## layout by cell type, fill, tap and decap left out, types with 3 or more instances in the layout
master and count:
and2_1 8, a21o_1 19, a21oi_1 4, or3_1 4, clkdlybuf4s50_1 108, a32o_2 4
and3_1 3, nand2_1 10, a31oi_1 4, nor2_1 5
## cell families (layout without fill, tap and decap cells)
group,Yosys count,after routing,synth area share
simple gates,46,46,0.273
compound gates,42,42,0.331
buf+inv,55,111,0.396
## metal layers
layer,track usage,up-vias
met2,0.174,82
met4,0,0
li1,-,586
met1,0.117,532
met3,0.0591,0
met5,0,-
Power and IR drop assume default switching activity.
